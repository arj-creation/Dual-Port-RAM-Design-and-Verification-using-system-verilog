`/design/flow/config.mk`:
```
export PLATFORM = sky130hd
export DESIGN_NAME = dualport
export DESIGN_NICKNAME = dualport
export VERILOG_FILES = /design/flow/design.v
export SDC_FILE = /design/flow/constraint.sdc
export NUM_CORES = 4
export LEC_CHECK = 1
export CORE_UTILIZATION = 50
```
`/design/flow/constraint.sdc`:
```
current_design dualport

set clk_period 2.4
set clk_io_pct 0.2

create_clock -name clk0 -period $clk_period [get_ports {clk}]

set non_clock_inputs [all_inputs -no_clocks]
set_input_delay [expr $clk_period * $clk_io_pct] -clock clk0 $non_clock_inputs
set_output_delay [expr $clk_period * $clk_io_pct] -clock clk0 [all_outputs]
```
`/design/flow/design.v`:
```
`timescale 1ns / 1ps
module dualport (
    input clk,
    input rst,
    input enb,
    input wr,
    input rd,
    input [4:0] w_addr,
    input [4:0] r_addr,
    input [7:0] w_data,
    output reg [7:0] r_data
);
    integer i;
    reg [7:0] mem [15:0];
    always @(posedge clk) begin
        if (!rst) begin
            for (i = 0; i < 16; i = i + 1) begin
                mem[i] <= 8'bx;
            end
        end else begin
            if (enb) begin
                if (wr == 1 && rd == 0) begin
                    mem[w_addr] <= w_data;
                end else if (wr == 0 && rd == 1) begin
                    r_data <= mem[r_addr];
                end else if (wr == 1 && rd == 1) begin
                    mem[w_addr] <= w_data;
                    r_data <= mem[r_addr];
                end else begin
                    for (i = 0; i < 16; i = i + 1) begin
                        mem[i] <= mem[i];
                    end
                end
            end else begin
                for (i = 0; i < 16; i = i + 1) begin
                    mem[i] <= mem[i];
                end
            end
        end
    end
endmodule
```
`/design/flow/run.sh`:
```
#!/bin/bash
# OpenROAD 26Q1-2900-gdf79404cd8, Yosys 0.63+post, stock flow scripts
make -C /OpenROAD-flow-scripts/flow DESIGN_CONFIG=/design/flow/config.mk WORK_HOME=/design/flow/orfs finish
```
==> deck_impl_summary.md <==
Implementation Results

Finish
  • Sequential Area: between 4000 and 5000 um^2
  • Layout cells sized above 1: 0.2219
  • # fillers: between 700 and 800
  • Layout area overhead: 20.77%
  • Logic area: 1070 um^2

Clocking
  • Post-CTS Repair Setup Buffers: 0
  • Clk latency late pin: roughly 0.52 ns
  • CTS resizes: 0
  • Hold_buf cts: 0
  • Worst-path clk slew: around 0.060 ns
  • TritonCTS Buffers: 17
  • CTS H-tree depth: 4
  • Sinks on the clock net: 136
  • Clk buf depth: 2
  • TritonCTS clock tree: yes
  • Root Buffer: clkbuf_8

Power
  • Power per standard cell area: 824.5 nW/um^2
  • Post-route total power: 0.005218 W
  • VDD IR max: 0.6097 mV
  • Leakage: approximately 2.1 nW

Synth
  • Synthesis area per yosys: 5240 um^2
  • Synth Instances: 231
  • Flops & latches, synth: 136
  • Synth Warn #: 1
  • Synthesized cell area: 5240 um^2
  • Avg Inst Size Synth: 22.68 um^2
  • Yosys cell count: around 230
  • Post-synth seq share: 0.7794
  • Synth cell types: 19

Global routing
  • Vias in the first global route: around 2.6k
  • Grt total ovfl: 0
  • Largest net degree at the start of global routing: 33
  • Initial antenna violation count: 0
  • GRT Util Overall: 0.2197
  • First-pass GRT wire length: 15230 um

STA
  • Final slew viol count: 0
  • Slew @ Worst Pin: 0.7035 ns
  • Final period utilization: 0.7816
  • Period minus WS final: 1.876 ns
  • Layout Skew: 0.005293 ns
  • Hold Fails Final Rpt: 0
  • Final setup vio count: 0
  • FMAX: 0.5331 GHz
  • RSZ-0062 raised after global routing: no
  • WHS: 0.7413 ns
  • Slew headroom: 0.5296

Setup path
  • Crit Path Class: in2reg
  • Crit Reg-Reg Startpoint: mem[1][2]
  • Worst path cell trace: clkdlybuf4s50_1 -> and3_1 -> or3b_2 -> nor3_1 -> buf_4
  • WP data arrival: 2.10 ns
  • Setup crit start kind: input pin
  • Origin of the worst setup path: rst
  • Slowest cell on the critical path: or3b_2
  • Slowest Stage Delay on Critical Path: between 0.5 and 0.6 ns
  • Crit-path max FO: 8
  • Crit end category: register
  • Crit path required time: around 2.6 ns

Worst hold path
  • Hold path startpoint: mem[12][2]
  • Worst hold path type: reg2reg

Die
  • IO Pins: 31
  • Core region area: 10230 um^2
  • Pre-Place Util: 0.5122
  • Die width: 104.4 um
  • Chip area: 10890 um^2
  • Rows: 37
  • Die Y-Extent: around 100 um

Placed design
  • Placed wire-length estimate: 5833 um
  • GP Congestion: about 0.76
  • Port Buf Inserts: 28

Route
  • Routed Antenna Nets: 0
  • Initial DRC Count: 102
  • Antenna cell count: 0
  • 1st-pass router iterations: 6
  • Vias: 2475
  • Vias per inst: 5.651
  • DRC viols: 0
  • Final WL: between 9000 and 10000 um
  • WL/cell: 22.70 um

Run
  • OpenROAD warnings: 27
  • Max_cap viols: 0

Outcome
  • Outcome: completed
==> kinds of logic (layout without fill, tap and decap cells) <==
| family | after synthesis | in the layout | synth area share |
|---|---|---|---|
| AOI/OAI and AO/OA | 16 | 16 | 0.02292 |
| buffers and inverters | 10 | 81 | 0.01648 |
| DFF | 136 | 136 | 0.7794 |
| muxes | 32 | 32 | 0.1476 |
| and+or+nand+nor | 37 | 37 | 0.03367 |
==> layer usage <==
layer,global-route usage,vias up,part of all wire
li1,-,1109,-
met1,0.3963,1251,0.42
met2,0.2857,103,0.44
met3,0.1279,12,0.12
met4,0.02755,0,0.014
met5,0,-,0
==> layout by cell type, fill, tap and decap left out, types with 4 or more instances in the layout <==
cell type | synthesis | layout
a22oi_1 | 16 | 16
nand2_1 | 9 | 9
clkdlybuf4s50_1 | 0 | 27
buf_4 | 1 | 18
mux4_2 | 18 | 18
edfxtp_1 | 136 | 136
nor3_1 | 4 | 4
clkinv_2 | 0 | 6
nor2_1 | 13 | 13
mux4_1 | 14 | 14
clkbuf_16 | 0 | 16
==> worst paths after layout <==
kind,end,slack (ns),depth (start not counted)
max reg2reg,r_data[2],0.84,3
max,mem[0][1],0.52,5
min reg2reg,r_data[2],0.74,3
min,r_data[2],0.74,3
==> registers in the layout (all words and copies together), names as in the netlist <==
signal / cells
r_data: 8
mem: 128
==> synth_stat cells <==
master / number / area [um^2]
buf_2: 3 / 15.01
a22oi_1: 16 / 120.1
buf_6: 3 / 33.78
mux4_1: 14 / 367.9
nand3_1: 1 / 5.000
mux4_2: 18 / 405.4
and2_1: 1 / 6.260
and3_1: 2 / 12.51
or3b_2: 1 / 8.760
nor2_1: 13 / 48.80
edfxtp_1: 136 / 4084
nand3b_1: 2 / 15.01
nand2b_1: 2 / 12.51
nor2b_1: 1 / 6.260
nand2_1: 9 / 33.78
buf_4: 1 / 7.510
and2b_1: 1 / 7.510
clkdlybuf4s25_2: 3 / 30.03
nor3_1: 4 / 20.02
==> layout make-up <==
class	instances	area share
repair buffers	49	0.07434
clock buffers	20	0.06722
well taps	136	0.02689
clock inverters	12	0.01720
multi-input cells	85	0.1690
flip-flops and latches	136	0.6453
==> report_power, final <==
group / switching (W) / total (W) / internal (W)
registers: 0.00000356 / 0.00264 / 0.00264
logic: 0.000125 / 0.000234 / 0.000109
clock network: 0.000891 / 0.00234 / 0.00145
==> worst max-delay path: cells and delay by family <==
kind / cells / cell delay, ns
and+or+nand+nor: 3 / 0.94
buffers and inverters: 2 / 0.68
==> metrics by stage <==
stage	instances	setup TNS [ns]	area [um^2]	util	worst slack [ns]
final	438	0	6329	0.6186	0.5241
after CTS	438	0	6329	0.6186	0.5357
after detailed placement	406	-0.04145	5794	0.5663	-0.005502
after global placement	406	-0.02999	5794	0.5663	-0.004086
after global routing	438	0	6329	0.6186	0.4319
after floorplan	231	0	5240	-	0.2461
Power and IR drop assume default switching activity.
